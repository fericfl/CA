[flow/design.v]
module register_8(
  input [7:0]i,
  input load, reverse, nibble, rotate_left, clk,rst,
  output reg [7:0] data
  );
  reg [7:0]a;
  always @(posedge clk, negedge rst) begin
    if(!rst)
      data='0;
    else
      begin
        if(nibble) begin
          data[7]=i[4];
          data[6]=i[5];
          data[5]=i[6];
          data[4]=i[7];
          data[3]=i[0];
          data[2]=i[1];
          data[1]=i[2];
          data[0]=i[3];
        end
        else if(load)
          data=i;
        else if(reverse) begin
        data[7]=i[0];
        data[6]=i[1];
        data[5]=i[2];
        data[4]=i[3];
        data[3]=i[4];
        data[2]=i[5];
        data[1]=i[6];
        data[0]=i[7];
      end
      else if(!rotate_left) begin
        data=i<<1;
      end
    else if(!rotate_left&&load)
      data=i<<1;
    else if(!rotate_left&&reverse) begin
        a[7]=i[0];
        a[6]=i[1];
        a[5]=i[2];
        a[4]=i[3];
        a[3]=i[4];
        a[2]=i[5];
        a[1]=i[6];
        a[0]=i[7];
        data=a<<1;
      end
    else if(!rotate_left&&nibble) begin
      data[7]=i[4];
          a[6]=i[5];
          a[5]=i[6];
          a[4]=i[7];
          a[3]=i[0];
          a[2]=i[1];
          a[1]=i[2];
          a[0]=i[3];
          data=a<<1;
    end
    end
  end
  endmodule
[flow/run.sh]
#!/bin/bash
# OpenROAD 26Q1-2900-gdf79404cd8, Yosys 0.63+post, stock flow scripts
make -C /OpenROAD-flow-scripts/flow DESIGN_CONFIG=/design/flow/config.mk WORK_HOME=/design/flow/orfs finish
[flow/config.mk]
export PLATFORM = sky130hd
export DESIGN_NAME = register_8
export DESIGN_NICKNAME = register_8
export VERILOG_FILES = /design/flow/design.v
export SDC_FILE = /design/flow/constraint.sdc
export NUM_CORES = 4
export LEC_CHECK = 1
export CORE_AREA = 10 10 80 80
export DIE_AREA = 0 0 90 90
[flow/constraint.sdc]
current_design register_8

set clk_period 1.0
set clk_io_pct 0.2

create_clock -name clk0 -period $clk_period [get_ports {clk}]

set non_clock_inputs [all_inputs -no_clocks]
set_input_delay [expr $clk_period * $clk_io_pct] -clock clk0 $non_clock_inputs
set_output_delay [expr $clk_period * $clk_io_pct] -clock clk0 [all_outputs]
==> notes.md <==
Implementation results. The routed design has around 2400 um of wire. Total clock sinks landed at 8. The count of buffers added on input and output ports is 21. Pin count of the biggest net entering global routing landed at 12. In this build the clock could be raised as far as 0.974 GHz. Non-filler instance count after layout landed at around 190.

Number of detailed-routing iterations run before antenna repair landed at 4. The slowest stage of the critical path is the sky130_fd_sc_hd__nor3b_4 cell. Area growth from synthesis to layout landed at 91.0%. Clock edge transition at the registers on the reported setup and hold paths landed at roughly 0.05 ns. According to the timing report, the critical path is launched from reverse. Data arrival at the endpoint of the critical path landed at 1.14 ns.

The HPWL after detailed placement is about 1800 um. Post-synthesis cell count from yosys landed at 74. Total number of H-tree levels landed at 1.

Sequential share of power landed at between 30% and 40%. For the finished layout, the period the worst path requires is ~1.0 ns. Area share of the leading cell type in the synthesized netlist landed at roughly a third. Flop and latch count out of synthesis landed at 8. Number of distinct library cell variants in the gate-level netlist after synthesis landed at 30. I/O pin count landed at 22. Internal power summed over all cells landed at ~850 uW. Buffers inserted during clock tree synthesis total 3. Detailed router's first-iteration violation count landed at 38. Insertion delay at the late pin of the worst-skew pair landed at between 0.2 and 0.25 ns. The final report gives the core utilization as 25.4%. Worst voltage drop across the vdd grid landed at between 0.0003 and 0.0004 V. Total cell area at the placement stage landed at roughly 1100 um2. The setup path with the least slack is of type in2reg. Looking at the gate-level netlist, the highest instance count belongs to sky130_fd_sc_hd__a21oi_1. The via count of the first global-routing pass is roughly 820. Gate count of the mapped netlist landed at 74. Looking at area per cell type in the netlist, the leader is sky130_fd_sc_hd__dfrtp_1.

Once routing completed, OpenROAD measured the worst setup slack at -0.0265 ns. Sum of overflow across all layers after global routing landed at 0. Number of synthesized flops with an enable pin landed at 0. The required time at the worst endpoint is listed as between 1 and 1.5 ns. Antenna cell count landed at 0. Per the detail_route report, routed wire per instance is 12.8 um. Total global-route track usage landed at under 10%. The most used flip-flop cell after synthesis is sky130_fd_sc_hd__dfrtp_1. Sorting the synthesized cells by area gives the leading types as sky130_fd_sc_hd__dfrtp_1, sky130_fd_sc_hd__a21oi_1, sky130_fd_sc_hd__mux2_2, sky130_fd_sc_hd__nor2b_1, sky130_fd_sc_hd__a221oi_1.

Tally of nets with antenna violations remaining after routing landed at 0. The register with the most flip-flops in the layout has 8 of them. Number of warnings in the stage logs landed at 28.

Worst setup timing slack at the placement stage landed at -0.678 ns. Standard-cell row count landed at 25. Setup repair after global routing could not meet its margin everywhere. In this run the standard cell core region covers ~4700 um2. STA classifies the critical path startpoint as an input port. Averaged over all synthesized cells, the footprint is around 8.5 um2.

The flow reports that the clock network draws about a third of the design power. Vertical extent of the die landed at about 90 um. For this run, asynchronously set or reset flops after synthesis account for about 100%. Switching power of the nets landed at 329 uW. The cell sequence reported for the critical path is buf_8 > nor3b_4 > a21oi_2 > mux2_4 > a32o_1. The layout has 497 filler cells. Worst clock skew landed at 0 ns.

The worst register-to-register path begins at data[1]. Instance count after placement with tap cells included landed at 180. The worst hold path belongs to the class in2async. Share of power burned in combinational logic landed at between 30% and 40%.

Switching power as a fraction of the total was reported as 27.9%. The finished cells cover 1200 um2. The first global-routing pass estimated 4040 um of wire. The initial utilization of the core area, before any placement, comes to 13.3%. TritonCTS built the clock tree. Total power normalized to cell area comes to a little under 1000 nW/um2. Actual transition at the worst max-transition pin landed at ~0.37 ns. The worst setup path is captured at a flop.

For this run, the chip area from Yosys synthesis comes to about 630 um2. The number of maximum-capacitance violations recorded for the run is 0. The longest incremental delay of any stage on the critical path is reported as around 0.32 ns. Chip area landed at 8100 um2. The final reports fail on setup timing.

Per the finish-stage timing summary, setup violations number 3. Looking at the clock tree report, the maximum root-to-sink buffer count equals 2. The critical path maximum fanout is 4. In this run the static leakage power is 0.000522 uW. Looking at the clock tree report, the root buffer type is sky130_fd_sc_hd__clkbuf_8. Width of the die landed at ~90 um. Final number of max-transition violations landed at 0. Post-route fraction of the period consumed by the critical path landed at 103%. The post-CTS hold buffer count recorded in the log is 0. Checking max transition, the worst relative margin is between 70% and 80%. In the final layout, the share of cells above drive strength 1 is between 50% and 60%.

The initial antenna violation count is 0. For this run, the register share of the synthesized area comes to between 30% and 40%. Via count of the routed design landed at around 770. Average via count per standard cell landed at around 4.1. Number of synthesis warnings landed at 1. The run finished, with violations left. At the end of routability-driven placement, the weighted congestion stood at between 0.8 and 0.9. The final hold violation count recorded for this run is 0. Sorting the synthesized cells by how often they occur yields sky130_fd_sc_hd__a21oi_1, sky130_fd_sc_hd__dfrtp_1, sky130_fd_sc_hd__nor2_1, sky130_fd_sc_hd__nor2b_1, sky130_fd_sc_hd__nand2_1. Post-route DRC violation count landed at 0. After synthesis the cells add up to around 630 um2.
cell families (layout without fill, tap and decap cells):
| group | after synthesis | count (layout) | share of synthesized area (%) |
|---|---|---|---|
| AOI/OAI and AO/OA | 27 | 27 | 29.9 |
| DFF | 8 | 8 | 31.9 |
| and+or+nand+nor | 26 | 26 | 24.4 |
| buffers and inverters | 8 | 54 | 5.19 |
| muxes | 5 | 5 | 8.58 |
worst paths after layout:
path | to | slack [ns] | cells after the start
hold / removal | data[3] | 0.25 | 2
setup reg to reg | data[1] | -0.02 | 4
hold reg to reg | data[7] | 0.52 | 1
setup / recovery | data[5] | -0.03 | 5
min in group clk0 | data[6] | 0.28 | 3
max in group asynchronous | data[5] | 0.62 | 2
timing repair:
| item | in CTS | in global routing |
|---|---|---|
| gates cloned | 1 | 0 |
| endpoints found under the setup margin | 16 | 13 |
| pin swaps | 7 | 11 |
| gates resized | 54 | 24 |
| setup buffers | 5 | 0 |
cell type report:
class                      instances  area (um2)  area share [%]
timing repair buffer              48         374            31.2
inverter                           3        11.3           0.940
sequential                         8         200            16.7
multi-input combinational         58         487            40.6
tap                               67        83.8            7.00
clock buffer                       3        41.3            3.45
cell usage in the layout, fill, tap and decap left out, types with 2 or more instances in the layout:
master | synthesis | final
sky130_fd_sc_hd__nor2_1 | 5 | 4
sky130_fd_sc_hd__buf_2 | 2 | 4
sky130_fd_sc_hd__clkbuf_2 | 0 | 7
sky130_fd_sc_hd__nor2b_1 | 5 | 3
sky130_fd_sc_hd__buf_6 | 0 | 5
sky130_fd_sc_hd__clkbuf_8 | 0 | 3
sky130_fd_sc_hd__o21ai_0 | 3 | 2
sky130_fd_sc_hd__a221oi_2 | 0 | 3
sky130_fd_sc_hd__clkdlybuf4s15_1 | 0 | 3
sky130_fd_sc_hd__inv_1 | 3 | 3
sky130_fd_sc_hd__dlygate4sd2_1 | 0 | 4
sky130_fd_sc_hd__buf_4 | 0 | 23
sky130_fd_sc_hd__mux2i_1 | 2 | 2
sky130_fd_sc_hd__nand2_1 | 4 | 4
sky130_fd_sc_hd__a32o_1 | 2 | 2
sky130_fd_sc_hd__a21oi_1 | 9 | 9
sky130_fd_sc_hd__mux2_4 | 0 | 3
sky130_fd_sc_hd__nor2b_2 | 0 | 2
sky130_fd_sc_hd__nor3_1 | 3 | 3
sky130_fd_sc_hd__dfrtp_1 | 8 | 8
power by group through the flow:
stage | registers (uW) | clock network (uW) | logic (uW)
after CTS | 377 | 409 | 391
after global routing | 382 | 438 | 445
final | 377 | 399 | 403
routing by layer:
layer / track usage [%] / wire (um) / vias up
met5: 0 / 0 / -
met4: 0.796 / 19 / 0
met3: 1.84 / 127 / 4
met2: 8.90 / 1060 / 17
met1: 8.16 / 1180 / 375
li1: - / - / 378
worst max-delay path: cells and delay by family:
kind | cells | cell delay, ns
buffers and inverters | 1 | 0.10
AND-OR/OR-AND | 2 | 0.25
AND/OR/NAND/NOR | 1 | 0.32
multiplexers | 1 | 0.27
per-stage QoR:
| stage | setup TNS [ns] | total power (uW) | hold WS [ns] |
|---|---|---|---|
| finish | -0.0488 | 1180 | 0.249 |
| global route | -0.215 | 1270 | 0.265 |
| CTS | -0.128 | 1180 | 0.258 |
| detailed placement | -4.84 | 767 | 0.507 |
| global placement | -4.80 | 771 | 0.501 |
| floorplan | -0.318 | 524 | -0.0956 |
Power is estimated from default activity; no workload was simulated.
