$ cat flow/constraint.sdc
current_design bist

set clk_period 1.0
set clk_io_pct 0.2

create_clock -name clk0 -period $clk_period [get_ports {clk}]

set non_clock_inputs [all_inputs -no_clocks]
set_input_delay [expr $clk_period * $clk_io_pct] -clock clk0 $non_clock_inputs
set_output_delay [expr $clk_period * $clk_io_pct] -clock clk0 [all_outputs]
$ cat flow/run.sh
#!/bin/bash
# OpenROAD 26Q1-2900-gdf79404cd8, Yosys 0.63+post, stock flow scripts
make -C /OpenROAD-flow-scripts/flow DESIGN_CONFIG=/design/flow/config.mk WORK_HOME=/design/flow/orfs finish
$ cat flow/design.v
module bist (
    input clk, rst_b,
    output [3:0] sig
);
    wire [5:0] q;
    wire c;
    lfsr5b inst0 (.clk(clk), .rst_b(rst_b), .q(q));
    check inst1 (.i(q), .o(c));
    sisr4b inst2 (.clk(clk), .rst_b(rst_b), .i(c), .q(sig));
endmodule
module bist_tb;
    reg clk, rst_b;
    wire [3:0] sig;
    bist inst0 (.clk(clk), .rst_b(rst_b), .sig(sig));
    localparam CLK_CYCLES = 32;
    localparam CLK_PERIOD = 100;
    initial begin
        clk = 0;
        repeat(2*CLK_CYCLES)
            #(CLK_PERIOD/2) clk = 1 - clk; 
    end
    localparam RST_PULSE = 25;
    initial begin
        rst_b = 0;
        #(RST_PULSE) rst_b = 1;
    end
endmodule
module check (
    input [4:0] i,
    output o
);
        assign o = (i % 8 == 0);
endmodule
module dff(
    input clk, rst_b, set_b, d, output reg q
);
    always @(posedge clk, negedge rst_b, negedge set_b)
        if(! set_b)         q <= 1;
        else if(! rst_b)    q <= 0;
        else                q <= d;
endmodule
module lfsr5b(
    input clk, rst_b,
    output [4:0] q
);
    generate
        genvar k;
        for (k = 0; k < 5; k = k + 1) begin:name0
            if (k == 0)
                dff inst0 (.clk(clk), .rst_b(1'b1), .set_b(rst_b), .d(q[4]), .q(q[k]));
            else if (k == 2)
                dff inst0 (.clk(clk), .rst_b(1'b1), .set_b(rst_b), .d(q[k-1] ^ q[4]), .q(q[k]));
            else 
                dff inst0 (.clk(clk), .rst_b(1'b1), .set_b(rst_b), .d(q[k-1]), .q(q[k]));
        end
    endgenerate
endmodule
module lfsr5b_tb;
    reg clk, rst_b;
    wire [4:0] q;
    lfsr5b inst0(.clk(clk), .rst_b(rst_b), .q(q));
    localparam CLK_CYCLES = 35;
    localparam CLK_PERIOD = 100;
    initial begin
        clk = 0;
        repeat(2*CLK_CYCLES)
            #(CLK_PERIOD/2) clk = 1 - clk; 
    end
    localparam RST_PULSE = 25;
    initial begin
        rst_b = 0;
        #(RST_PULSE) rst_b = 1;
    end
endmodule
module sisr4b(
    input clk, rst_b, i,
    output [3:0] q
);
     generate
        genvar k;
        for(k = 0; k < 4; k = k + 1) begin:name0
            if(k == 0)
                dff inst0 (.clk(clk), .rst_b(rst_b), .set_b(1'b1), .d(q[3] ^ i), .q(q[0]));
            else if (k == 1)
                dff inst0 (.clk(clk), .rst_b(rst_b), .set_b(1'b1), .d(q[3] ^ q[0]), .q(q[1]));
            else 
                dff inst0 (.clk(clk), .rst_b(rst_b), .set_b(1'b1), .d(q[k-1]), .q(q[k]));
        end
     endgenerate
endmodule
$ cat flow/config.mk
export PLATFORM = sky130hd
export DESIGN_NAME = bist
export DESIGN_NICKNAME = bist
export VERILOG_FILES = /design/flow/design.v
export SDC_FILE = /design/flow/constraint.sdc
export NUM_CORES = 4
export LEC_CHECK = 1
export CORE_AREA = 10 10 70 70
export DIE_AREA = 0 0 80 80
==> run notes <==
The run finished with clean final reports. The run gives 2 for the detailed-routing iteration count for the pre-antenna-repair pass. The internal portion of the total power is 522 uW. The data required time at the worst endpoint was 800 ps. Buffer-and-inverter tally for the worst setup path: 1. The number of antenna diodes in the final layout is 0.

Per the synth stats, the flop cell with the highest instance count is dfstp_2. The run gives 0 as the initial antenna violation count. The worst stage delay on the critical path is 370 ps. The largest total area in the synthesized netlist belongs to dfstp_2. The clock arrives with 6.05 ps of skew. By count the netlist is led by dfstp_2 (5), buf_4 (4), dfrtp_1 (4). On the worst setup and hold paths after CTS, the clock-pin slew comes to 60 ps. The flow reports an fmax of 1.06 GHz. The latest clock arrival within the worst-skew pair came out at 260 ps. The detailed router placed 145 vias in this run. The count of endpoints failing hold in the final timing report is 0. Async set-or-reset flop fraction in the synthesized netlist: 1.00. The run gives 231 um2 as the area occupied by registers. Counting flops with a built-in enable in the synthesized netlist gives 0.

With the sequential fraction of the synthesis area at 0.777, the count of synthesis-stage warnings from yosys is 4. The worst path arrival time came out at 750 ps. RePlAce ended its routability-driven mode at a weighted congestion of 0.719.

Critical register-to-register path startpoint: inst2.name0[3].genblk1.genblk1.inst0.q. For this sky-water flow run, the detailed-routed wirelength per cell is reported as 6.44 um. After synthesis the netlist holds a flip-flop and latch count of 9.

The proportion of power drawn by the clock network came out at 0.422. The tools report the worst relative slew slack as 0.739. After floorplanning, the core was sized to cover 3420 um2. The power density relative to cell area was 1550 nW/um2; the yosys cell count was 17. Entering global routing, the biggest net connects 10 pins. The class of the most critical hold timing path was in2async. The overall fraction of global-route tracks in use came out at 0.0184. The share of post-route cells with drive strength above 1 works out to 0.667. Setup repair after global routing left no endpoint under its margin.

Per the detail_route report, vias per standard cell equal 1.99. The final timing report gives a worst setup slack of 52.4 ps. STA reports a reg2reg setup slack of 110 ps.

In the post-route report, total wirelength is listed as 470 um. Critical path launch point type: a flip-flop. The first global-routing pass estimated 876 um of wire. Largest driver fanout on the critical path: 2. For the number of global-route vias before repair, the log shows 180. For the pin with the worst max-slew slack, the measured transition is 391 ps. Per the CTS log, the buffer count on the longest clock path is 2.

With the number of warning messages in the logs at 25, the minimum setup slack after placement is -14.1 ps. Per the post-route antenna check, the number of violating nets is 0. Grouping stages by cell kind, the critical path spends the most delay in flip-flops. Ranked by total cell area, the synthesized netlist is headed by dfstp_2 (44%), dfrtp_1 (34%), buf_4 (10%). The run gives 0.015 as the combinational fraction of design power. The die span in y is 80 um, and the synthesized instance count is 17. The logs give 0 for the residual DRC count and 36.3 um2 for the combinational cell area excluding buffers and inverters. The run gives 0 as the final tally of setup violations. After floorplanning, the die was sized to cover 6400 um2. The switching part of the total power was 0.196. The cell at the root of the clock tree was clkbuf_4.

Category of the critical setup timing path: reg2out. The final-layout fill cell count is 400. The run gives 298 um2 as the synthesized cell area.

For this design the static power due to leakage is 0.000164 uW. With the synthesis-to-finish area growth at 40.8%, the number of H-tree branching levels is 1. The critical path depth works out to 1.

The slowest library cell on the worst path is dfrtp_1. The floorplan has 21 rows. The highest supply drop recorded on VDD is 219 uV.

Number of buffers created by CTS: 3. The post-route clock period utilization came out at 0.948. The most common cell in the synthesized netlist is dfstp_2. Critical register-to-register path endpoint: inst2.name0[0].genblk1.inst0.q.

Max-slew check failures listed in the final report amount to 0. With the number of distinct library cell variants in the gate-level netlist after synthesis at 5, the post-synthesis area per instance is 17.5 um2. The initial core utilization came out at 0.0872.

The run gives 8 for the number of violations reported at the end of detailed-routing iteration 0. In this run the critical path is formed by buf_2. The critical path startpoint was inst2.name0[2].genblk1.genblk1.inst0.q.

The number of buffers inserted by port buffering works out to 5. Share of total power in sequential cells: 0.563. The length in cells of the worst reg-to-reg path was 3; the final critical-path required period was 948 ps.

The worst hold slack is 226 ps, and the yosys-reported design area after synthesis is 298 um2. The area share of the leading cell type in the synthesized netlist came out at 0.441. STA classifies the critical path endpoint as a primary output.

For the hold buffer count at CTS, the log shows 0. TritonCTS built the clock tree. The total congestion overflow was 0. With the die boundary width at 80 um, the number of clock sinks seen by CTS is 9.

Max-cap violations in this run came to 0. According to the I/O placement log, the pin count is 6. The net switching power came out at 127 uW.
## final cells by class
type / count / area share
multi-input combinational: 4 / 0.0866
clock buffer: 4 / 0.0627
sequential: 9 / 0.552
timing repair buffer: 10 / 0.161
tap: 46 / 0.137
## layout by cell type, fill, tap and decap left out
master and count:
buf_2 4, buf_4 5, clkbuf_1 1, clkbuf_4 3, clkdlybuf4s50_1 1, dfrtp_1 4, dfstp_2 5, nor3_2 1
xor2_1 3
## cell families (layout without fill, tap and decap cells)
group / Yosys count / count (layout) / synth area share
xor gates and xnor gates: 3 / 3 / 0.0883
buffers and inverters: 4 / 14 / 0.101
and+or+nand+nor: 1 / 1 / 0.0336
DFF: 9 / 9 / 0.777
## worst max path at each step
| stage | slack, ps | endpoint |
|---|---|---|
| final | 50 | sig[2] |
| after global routing | 0.6 | sig[1] |
| after CTS | 40 | sig[2] |
## power by group through the flow
stage / clock network (uW) / registers, uW / logic [uW]
CTS: 285 / 365 / 10.2
global route: 308 / 365 / 11.3
finish: 274 / 365 / 9.96
## worst reg2reg max path: stages (launching register included)
cell and delay [ps]:
dfrtp_1 370, buf_4 130, buf_4 130, xor2_1 150
## per-stage QoR
stage                     setup TNS [ps]  area, um2  total power, uW   util  std cells
final                                  0        419              649  0.123         73
after CTS                              0        419              661  0.123         73
after floorplan                        0        298              371      -         17
after global routing                   0        419              684  0.123         73
after global placement                 0        390              381  0.114         66
after detailed placement           -22.8        390              381  0.114         66
## sequential cells by signal (all words and copies together) (netlist names)
signal,flops
inst0.name0.genblk1.genblk1.inst0.q,4
inst2.name0.genblk1.genblk1.inst0.q,3
inst2.name0.genblk1.inst0.q,1
inst0.name0.genblk1.inst0.q,1
## metal layers
layer / track usage / vias to the layer above / wire length [um]
li1: - / 68 / -
met3: 0.0250 / 0 / 119
met2: 0.0201 / 9 / 157
met4: 0.00352 / 0 / 0
met5: 0 / - / 0
met1: 0.0204 / 68 / 193
## what timing repair did
action	4_1_cts	5_1_grt
endpoints found under the hold margin	0	0
resized	12	0
setup endpoints to repair	4	0
buffers inserted	3	0
Power is estimated from default activity; no workload was simulated.
