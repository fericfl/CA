<file path="flow/run.sh">
#!/bin/bash
# OpenROAD 26Q1-2900-gdf79404cd8, Yosys 0.63+post, stock flow scripts
make -C /OpenROAD-flow-scripts/flow DESIGN_CONFIG=/design/flow/config.mk WORK_HOME=/design/flow/orfs finish
</file>
<file path="flow/config.mk">
export PLATFORM = sky130hd
export DESIGN_NAME = cordicctrl
export DESIGN_NICKNAME = cordicctrl
export VERILOG_FILES = /design/flow/design.v
export SDC_FILE = /design/flow/constraint.sdc
export NUM_CORES = 4
export LEC_CHECK = 1
export CORE_AREA = 10 10 70 70
export DIE_AREA = 0 0 80 80
</file>
<file path="flow/constraint.sdc">
current_design cordicctrl

set clk_period 1.7
set clk_io_pct 0.2

create_clock -name clk0 -period $clk_period [get_ports {clk}]

set non_clock_inputs [all_inputs -no_clocks]
set_input_delay [expr $clk_period * $clk_io_pct] -clock clk0 $non_clock_inputs
set_output_delay [expr $clk_period * $clk_io_pct] -clock clk0 [all_outputs]
</file>
<file path="flow/design.v">
module cordicctrl(
    input clk, rst_b, bgn,
    input [3:0] itr,
    output reg ld, init, fin
);
    localparam FINISH = 0, WAIT = 1, EXEC = 2;
    reg [1:0] st, st_nxt;
    always @(*)
        case (st) 
            WAIT:   st_nxt = (bgn) ? EXEC : WAIT;
            EXEC:   st_nxt = (itr == 15) ? FINISH : EXEC;
            FINISH: st_nxt = WAIT;
        endcase
    always @(*) begin
        {ld, init, fin} = 'b000;  
        case (st)
            WAIT:   if (bgn) {ld, init} = 'b11;
            EXEC:   ld = 1;
            FINISH: fin = 1;
        endcase
    end
    always @ (posedge clk, negedge rst_b)
        if (!rst_b)     st <= WAIT;
        else            st <= st_nxt;
endmodule
module cordicctrl_tb;
    reg clk, rst_b, bgn; reg [3:0] itr;
    wire ld, init, fin;
    cordicctrl inst0(.clk(clk), .rst_b(rst_b), .bgn(bgn), .itr(itr), .ld(ld), .init(init), .fin(fin));
    localparam CLK_PERIOD = 100, CLK_CYCLES = 17, RST_PULSE = 25;
    initial begin
        clk = 0;
        repeat (CLK_CYCLES*2)
        #(CLK_PERIOD/2) clk = 1 - clk;
    end
    initial begin
        rst_b = 0;
        #(RST_PULSE) rst_b = 1;
    end
    initial begin
        bgn = 1;
        #(CLK_PERIOD);
        bgn = 0;
    end
    integer k;
    initial for (k = 0; k < CLK_CYCLES; k = k + 1) begin
        itr = k;
        #(CLK_PERIOD);
    end
endmodule
</file>
==> out/metrics.csv <==
stage,metric,value,unit
run_status,status,"finished, final reports clean",
timing,fmax,606.9,MHz
cells_and_area,Final Non-Filler Cells,80,
synthesis,syn avg cell area,11.81,um2
synthesis,YS warnings,1,
flow_run,tally of OpenROAD warnings,30,
global_route,first-pass GRT wire length,959,um
route,drt initial violations,2,
floorplan,core box area,3416,um2
placement,global placement routability congestion,0.7269,
cts,root buffer cell,clkbuf_4,
synthesis,Cells after Synth,16,
cts,CTS tree,yes,
cts,H-Tree Depth,1,
timing,fin crit period,1648,ps
route,DRC,0,
route,Routed WL,561,um
floorplan,Die H,80,um
pwr,Leak,0.1930,nW
timing,RSZ-0062 raised after global routing,true,
timing,Final Hold Slack,272.5,ps
cells_and_area,share of layout cells above drive strength 1,50.00,%
placement,Placed Area,351.6,um2
synthesis,area reported by Yosys stat,188.9,um2
global_route,GRT overflow,0,
synthesis,Synth top area share,26.49,%
timing,endpoints left unconstrained,4,
timing,final hold viol count,0,
timing,PnR worst setup slack,52.30,ps
timing,TNS Setup,0,ps
synthesis,Seq cells post-synth,4,
route,routed vias,176,
placement,input/output buffers,9,
cts,CTS max path bufs,2,
floorplan,Rows,21,
worst_setup_path,CP Max Fanout,2,
floorplan,chip area,6400,um2
route,ANT nets after route,0,
synthesis,Post-Syn Area,188.9,um2
cells_and_area,area delta synth->final,126.5,%
worst_setup_path,crit path DRT,1360,ps
pwr,Tot Pwr,0.1977,mW
worst_setup_path,CP Data Arrival Time,1310,ps
timing,worst slew pin tran,119.9,ps
cells_and_area,Layout Utilization,12.53,%
route,vias per inst,2.200,
global_route,vias in the first global route,217,
synthesis,Cell Type Count,11,
timing,"Setup violations, final",0,
route,Pre-Repair DR Iteration Count,2,
global_route,largest net degree at the start of global routing,4,
floorplan,Die Wd,80,um
pwr,VDD IR max,0.07958,mV
placement,HPWL Detailed,446.8,um
global_route,initial antenna violation count,0,
floorplan,FP Util,5.531,%
timing,Slew headroom,91.97,%
floorplan,I/O pin count,10,
synthesis,yosys stat cell total,16,
cts,clk slew on worst S/H paths,40,ps
cts,CTS Buf Count,3,
worst_setup_path,crit end category,primary output,
hold_path,Hold/Removal Path Class,in -> async,
flow_run,max cap viols,0,
synthesis,Area contributors post-synth,"ha_1, dlxtn_1, dfstp_2",
pwr,PD cells,461.9,nW/um2
timing,ratio of final minimum period to clock period,96.92,%
synthesis,largest area contributor in the netlist,ha_1,
placement,Post-Place Cells,73,
placement,pre-CTS WS,-172.2,ps
cells_and_area,final instance area,427.9,um2
route,Diodes inserted,0,
worst_setup_path,Setup CP Type,reg -> out,
worst_setup_path,Worst setup SP type,flip-flop,
cts,CTS Hold Bufs,0,
timing,Slew Limit Fails,0,
global_route,All-Layer GR Usage,1.808,%
route,WL/cell,7.013,um
timing,register pins left without a clock,2,
==> critical path: stages, from the launching register on <==
cell	delay, ps
dfstp_2	540
buf_6	100
ha_4	110
and2_4	130
dlygate4sd2_1	200
==> cell usage in the layout (no fill, tap or decap) <==
cell	synthesis	layout
clkbuf_2	0	1
ha_4	0	2
ha_2	0	1
clkbuf_1	0	1
dfstp_2	1	1
clkdlybuf4s50_1	0	6
dlygate4sd2_1	0	1
buf_4	0	4
and2_4	1	1
nor3b_2	1	1
o21a_1	1	1
a21o_1	1	1
dlymetal6s2s_1	0	1
dfrtp_1	1	1
nand4_1	1	1
dlxtn_1	2	2
buf_6	0	1
inv_2	0	2
ha_1	4	1
o21bai_1	1	1
clkbuf_4	0	3
==> cell type report <==
| class | count | area [um2] |
|---|---|---|
| Multi-Input combinational cell | 10 | 127.6 |
| Clock buffer | 4 | 26.28 |
| Tap cell | 46 | 57.56 |
| Inverter | 2 | 7.507 |
| Timing Repair Buffer | 14 | 127.6 |
| Sequential cell | 4 | 81.33 |
| Fill cell | 391 | 2988 |
==> repair_timing <==
action / CTS / global route
pin swaps: 1 / 1
endpoints found under the setup margin: 3 / 3
buffers inserted: 2 / 1
cloned: 0 / 0
resized: 7 / 6
==> routing by layer <==
metal | wire length, um | global-route usage [%]
met5 | 0 | 0
met2 | 332 | 3.531
met4 | 41 | 1.408
met3 | 2 | 0
met1 | 184 | 1.733
==> state kept, by name (all words and copies together) (netlist names) <==
| register | cells |
|---|---|
| st | 2 |
| st_nxt | 2 |
==> cell usage after synthesis <==
| cell type | n |
|---|---|
| o21a_1 | 1 |
| a21o_1 | 1 |
| dlxtn_1 | 2 |
| dfrtp_1 | 1 |
| inv_1 | 2 |
| ha_1 | 4 |
| nor3b_2 | 1 |
| dfstp_2 | 1 |
| nand4_1 | 1 |
| and2_4 | 1 |
| o21bai_1 | 1 |
==> logic make-up after synthesis <==
family	after synthesis	share of synthesized area, %
fa+ha+maj	4	26.49
compound gates	3	11.92
simple gates	3	14.57
buf+inv	2	3.975
flops	2	27.15
latches	2	15.89
==> power breakdown <==
group          internal, mW  total (mW)  switching [mW]  leakage (nW)
clock                0.0876       0.121          0.0336        0.0150
sequential           0.0498      0.0503        0.000524        0.0388
combinational        0.0195      0.0261         0.00664         0.139
==> how the worst max path moves through the flow <==
stage	start	endpoint	slack (ps)	depth (start not counted)
finish	st[0]	init	50	4
global route	st[0]	ld	-10	5
CTS	st[0]	ld	-80	5
Power and IR drop assume default switching activity.
